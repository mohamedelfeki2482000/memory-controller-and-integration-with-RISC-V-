==> ./design.v <==
module register_file #( parameter DATA_WIDTH=32)
 (
    input  wire                       clk,rst,
    input  wire  [4:0]                A1,A2,A3,
    input  wire                       WE3,
    input  wire  [DATA_WIDTH-1:0]     WD3,
    output wire  [DATA_WIDTH-1:0]     RD1,RD2  
);
reg [DATA_WIDTH-1:0] reg_file [0:31];
integer  i;
always @(posedge clk)
  begin
    if(!rst)
      begin
         for (i=0; i<32 ; i=i+1)
           reg_file[i] <= 'b0;
      end
    else if (WE3 & A3==0)
      begin
         reg_file[A3] <= 'b0;
      end
    else if (WE3)
      begin
         reg_file[A3] <= WD3;
      end  
    else
      begin
          reg_file[A3] <= reg_file[A3]; 
      end   
  end
    assign RD1 = reg_file[A1];
    assign RD2 = reg_file[A2];
endmodule
==> ./run.sh <==
#!/bin/bash
# OpenROAD 26Q1-2900-gdf79404cd8, Yosys 0.63+post, stock flow scripts
make -C /OpenROAD-flow-scripts/flow DESIGN_CONFIG=/design/flow/config.mk WORK_HOME=/design/flow/orfs finish
==> ./config.mk <==
export PLATFORM = sky130hd
export DESIGN_NAME = register_file
export DESIGN_NICKNAME = register_file
export VERILOG_FILES = /design/flow/design.v
export SDC_FILE = /design/flow/constraint.sdc
export NUM_CORES = 4
export LEC_CHECK = 1
export CORE_UTILIZATION = 40
==> ./constraint.sdc <==
current_design register_file

set clk_period 6.7
set clk_io_pct 0.2

create_clock -name clk0 -period $clk_period [get_ports {clk}]

set non_clock_inputs [all_inputs -no_clocks]
set_input_delay [expr $clk_period * $clk_io_pct] -clock clk0 $non_clock_inputs
set_output_delay [expr $clk_period * $clk_io_pct] -clock clk0 [all_outputs]
==> impl_metrics.yaml <==
# flow metrics
status:
  status: "complete, no violations"
logic_synthesis:
  synthFlopType: "edfxtp_1"
  yosysChipArea_um2: 53300
  topCellsByArea: "edfxtp_1 (58%), mux2i_1 (19%), nor2_1 (7.0%), a22oi_1 (2.7%), a22o_1 (2.1%)"
  syn_avg_cell_area_um2: 11.5
  yosys.area.top_type: "edfxtp_1"
  yosys_cells: 4643
  top_cells_by_count: "edfxtp_1 (1024), mux2i_1 (1024), nor2_1 (997)"
  yosys_warnings: 1
  yosysUniqueCellTypes: 26
  synth_flops: 1024
  ys_seq_share_pct: 57.7
  yosys.area.top_type_share_pct: 57.7
  synthCells: 4643
  edf_count: 1024
  syn_area_um2: 53300
  async_reset_ff_share_pct: 0
layout:
  fillers: 11700
  largest_reg_flops: 1024
  drive_gt1_share_pct: 8.88
  synthToLayoutAreaGrowth_pct: 12.9
  regArea_um2: 30700
  largestRegisters: "reg_file x1024"
  top_register: "reg_file"
  instances_no_fill: 6488
  final_area_um2: 60200
  logic_area_um2: 20800
cts:
  clk_pin_slew_ns: 0.06
  cts_tree: "done"
  cts_buffer_depth: 3
  cts_resized: 0
  htreeDepth: 3
  cts_root_buf: "clkbuf_16"
  cts_sinks: 1024
  cts_setup_buffers: 0
  cts_inserted_buffers: 111
  ctsHoldBuffers: 0
drt:
  routed_via_density: 5.96
  drcViolationCount: 0
  wl_per_cell_um: 30.2
  wl_mm: 196
  dr.pass1.iters: 6
  vias: 38700
  ant_nets: 0
  drt_iter0_markers: 2925
floorplan:
  core_um2: 132000
  initCoreUtil_pct: 40.5
  design.portCount: 114
  die_y_um: 367
  rows: 133
  die-area_um2: 135000
  die-width_um: 367
power:
  p_total_uw: 15500
  p_leak_uw: 0.0219
  ir_drop_uv: 216
  pwr_density_cell_nw_per_um2: 258
grt:
  antenna_found_initial: 3
  grt_max_degree: 85
  grt_usage_pct: 30.9
  grt_overflow: 0
  grt_pass1_vias: 39600
  grt_pass1_wl_mm: 278
place:
  port_buffers: 113
  placed_cell_area_um2: 56700
  dp.cells: 6280
  gp_congestion: 0.929
  hpwlAfterDp_mm: 111
setup_path:
  worstPathArrival_ns: 4.29
  critPathRequiredTime_ns: 5.36
  end_kind: "output pin"
  path_class: "in2out"
  cp_max_fo: 34
  crit_path_start_kind: "input port"
final_timing:
  slew_violations: 0
  hold_violations: 0
  post-route-period-util_pct: 84.0
  fin_crit_ns: 5.63
  setup_violations: 0
  setup_tns_ns: 0
  grt_setup_unrepaired: "no"
  max_slew_margin_pct: 39.1
  fmax_ghz: 0.178
  worst_pin_slew_ns: 0.911
min_path:
  worstHoldEndpoint: "reg_file[18][27]"
  hold_depth: 3
  min_from: "rst"
  hold_class: "in2reg"
run:
  log.warning_count: 26
  drv_cap: 0
[worst max-delay path: stages]
cell and delay (ns):
clkdlybuf4s50_1 0.70, and2_4 0.67, buf_4 0.35, buf_4 0.24, a21oi_1 0.09, a31oi_1 0.26, nand3_1 0.16, clkdlybuf4s50_1 0.43
[power by group]
part	total [uW]	switching, uW	internal, uW	leakage, uW
combinational	1890	1210	682	0.0105
clock	6090	2610	3480	0.00172
sequential	7560	164	7390	0.00975
[placed cells by master (no fill, tap or decap)]
master              n
and2_4              2
nor3_2              3
and3_1              1
a22oi_1           192
clkbuf_1           24
inv_1               1
a22o_1            128
nand2_1           227
nor2b_4             4
clkbuf_16         112
nand2b_2            4
clkinvlp_4          2
nor2_1            995
clkinv_1           35
nor3b_2             1
nor2_4              3
nor3_1             64
clkinv_8            3
a21oi_1           192
mux2i_1          1024
buf_12             31
inv_16              1
and3b_1             2
buf_4             155
clkdlybuf4s50_1   110
buf_2               1
or2_2               2
diode_2             2
buf_8               2
a31oi_1            64
nor3b_1             3
clkinv_2           15
inv_6               2
bufinv_16          11
clkinv_4            1
nand3_1           193
conb_1             32
nand2_2            65
edfxtp_1         1024
[how the worst max path moves through the flow]
stage | to | startpoint | depth (start not counted)
after CTS | RD2[1] | A2[0] | 7
final | RD2[17] | A2[2] | 8
after global routing | RD2[4] | A2[0] | 7
[area by class of cell]
class | count | area share, %
tap | 1755 | 3.65
clock buffer | 136 | 4.80
multi-input combinational | 3201 | 34.6
sequential | 1024 | 51.1
timing repair buffer | 299 | 4.85
clock inverter | 70 | 1.07
antenna | 2 | 0.00831
inverter | 1 | 0.00623
[routing by layer]
layer | up-vias | GRT usage [%] | part of all wire [%]
met5 | - | 1.75 | 0.12
met4 | 7 | 13.0 | 5.5
met3 | 524 | 18.6 | 15
met2 | 2427 | 45.1 | 45
met1 | 18800 | 37.8 | 34
li1 | 16900 | - | -
[logic make-up (layout without fill, tap and decap cells)]
logic type / Yosys count / count (layout) / synth area share (%)
DFF: 1024 / 1024 / 57.7
other: 1 / 34 / 0.00703
muxes: 1024 / 1024 / 19.2
and+or+nand+nor: 1569 / 1569 / 11.8
AOI/OAI and AO/OA: 576 / 576 / 7.36
buffers and inverters: 449 / 506 / 3.94
[through the flow]
stage               utilization (%)  setup WS [ns]  hold slack [ns]
floorplan                         -           2.86             1.58
CTS                            45.7           1.09             1.37
finish                         45.7           1.07             1.41
global route                   45.7          0.968             1.43
global placement               43.0           1.10             2.17
detailed placement             43.0           1.11             2.16
No activity file was given, so power comes from the tool's default toggle rates.
